`flow/config.mk`:
```
export PLATFORM = sky130hd
export DESIGN_NAME = uart
export DESIGN_NICKNAME = uart
export VERILOG_FILES = /design/flow/design.v
export SDC_FILE = /design/flow/constraint.sdc
export NUM_CORES = 4
export LEC_CHECK = 1
export CORE_UTILIZATION = 50
```
`flow/constraint.sdc`:
```
current_design uart

set clk_period 3.0
set clk_io_pct 0.2

create_clock -name clk0 -period $clk_period [get_ports {clk}]

set non_clock_inputs [all_inputs -no_clocks]
set_input_delay [expr $clk_period * $clk_io_pct] -clock clk0 $non_clock_inputs
set_output_delay [expr $clk_period * $clk_io_pct] -clock clk0 [all_outputs]
```
`flow/design.v`:
```
module uart #(
    parameter n = 8,
    parameter f_MHz = 50,
    parameter baud_rate = 921600
) (
    input clk, rst_n, RX,
    output recv_req, send_req, TX, send_ack
);
    localparam T_baud = f_MHz*1000000/baud_rate;
    wire [n-1:0] register;
    uart_rx #(n, f_MHz, baud_rate)
        rx(
            .clk(clk), .rst_n(rst_n), .recv_req(recv_req), 	
            .d_out(register), .RX(RX)
        );
	 assign send_req = recv_req;
    uart_tx #(n, f_MHz, baud_rate)
        tx(
            .clk(clk), .rst_n(rst_n), .send_req(recv_req),
            .send_ack(send_ack), .TX(TX), .d_in(register)
        );
endmodule 
module uart_rx #(
    parameter n = 8,
    parameter f_MHz = 50,
    parameter baud_rate = 9600 
)(
    input clk, rst_n, RX,
    output recv_req, bit_begin,
    output [n-1:0] d_out,
    output [n+1:0] reg_RX  
);
    localparam T_baud = f_MHz*1000000/baud_rate;
    wire inc_i, inc_t, rst_i, rst_t, i_eq_10, i_eq_0;
    wire t_eq_T_baud, t_eq_T_baud_half, load_bit, recv_signal;
    wire [1:0] state;
    datapath1 #(n, T_baud)
             dp(.clk(clk), .rst_n(rst_n), .inc_i(inc_i), .inc_t(inc_t), .recv_req(recv_req),
                .rst_i(rst_i), .rst_t(rst_t), .i_eq_10(i_eq_10), .t_eq_T_baud(t_eq_T_baud),
                .i_eq_0(i_eq_0), .t_eq_T_baud_half(t_eq_T_baud_half), .B(reg_RX), .recv_signal(recv_signal),
                .d_out(d_out), .bit_begin(bit_begin), .load_bit(load_bit), .RX(RX)
                );
    control1 cu(.clk(clk), .rst_n(rst_n), .inc_i(inc_i), .inc_t(inc_t),
               .rst_i(rst_i), .rst_t(rst_t), .i_eq_10(i_eq_10), .t_eq_T_baud(t_eq_T_baud),
               .i_eq_0(i_eq_0), .t_eq_T_baud_half(t_eq_T_baud_half), 
               .recv_signal(recv_signal), .bit_begin(bit_begin), .load_bit(load_bit)
               );
endmodule
module control1 (
    input clk, rst_n,
    input i_eq_10, i_eq_0, t_eq_T_baud, t_eq_T_baud_half, bit_begin,
    output reg inc_i, inc_t, rst_i, rst_t, load_bit, recv_signal
);
    localparam idle = 2'b00;
    localparam special_bit = 2'b01;
    localparam recv_bit = 2'b10;
    reg [1:0] next_state;
    reg [1:0] state;
    always @(state, i_eq_0, i_eq_10, t_eq_T_baud, t_eq_T_baud_half, bit_begin)
    begin
        inc_i = 0; inc_t = 0; rst_i = 0; rst_t = 0; 
        recv_signal = 0; load_bit = 0; next_state = state; 
        if (state == idle)
        begin
            if (bit_begin)
            begin
                rst_t = 1;
                rst_i = 1;
                next_state = special_bit;
            end
        end
        else if (state == special_bit)
        begin
            if (~t_eq_T_baud_half)
            begin
                inc_t = 1;
            end
				else if (t_eq_T_baud_half && i_eq_0)
            begin
                inc_i = 1;
                rst_t = 1;
                next_state = recv_bit;
            end
            else if (t_eq_T_baud_half && i_eq_10 && (~bit_begin))
            begin
                recv_signal = 1;
                load_bit = 1;
                next_state = idle;
            end
				else if (t_eq_T_baud_half && i_eq_10 && bit_begin)
				begin
                recv_signal = 1;
                load_bit = 1;
                rst_t = 1;
                rst_i = 1;
            end
        end
        else  
        begin
            if (i_eq_10)
            begin
                next_state = special_bit;
                rst_t = 1;
            end
            if (~t_eq_T_baud) 
            begin
                inc_t = 1;
            end
            else if (t_eq_T_baud)
            begin
                rst_t = 1;
                inc_i = 1; 
            end
        end
    end
    always @(posedge clk or negedge rst_n) 
    begin
        if (~rst_n)
        begin
            state <= idle;
        end
        else
        begin
            state <= next_state;
        end
    end
endmodule
module datapath1 #(
    parameter n = 8,
    parameter T_baud = 5200
)(
    input clk, rst_n, RX,
    input inc_i, inc_t, rst_i, rst_t, load_bit, recv_signal,
    output i_eq_0, i_eq_10, t_eq_T_baud, t_eq_T_baud_half, bit_begin, 
    output reg recv_req,
    output reg [n-1:0] d_out,
    output reg [n+1:0] B
);
    reg [$clog2(n+2)-1:0] cnt_i = 0;
    reg [$clog2(T_baud)-1:0] cnt_t = 0;
    assign i_eq_0 = (cnt_i == 0)?1:0;
    assign i_eq_10 = (cnt_i == n + 2)?1:0;
    assign t_eq_T_baud = (cnt_t == T_baud - 1)?1:0;
    assign t_eq_T_baud_half = (cnt_t == (T_baud >> 1) - 1)?1:0;
    assign bit_begin = ((1) && (~RX))?1:0;
    always @(posedge clk or negedge rst_n) 
    begin
        if (~rst_n)
        begin
            B <= 0;
        end
        else
        begin
            if ((load_bit) && (recv_signal))
            begin
                if (rst_t && rst_i)
                begin
                    d_out <= B[n:1];
                    recv_req <= 1;
                    cnt_i <= 0;
                    cnt_t <= 0;
                end
                else
                begin
                    d_out <= B[n:1];
                    recv_req <= 1;
                end
            end
            else 
            begin
                recv_req <= 0;
                if (inc_t)
                begin
                    cnt_t <= cnt_t + 1;
                end
                else if (inc_i && rst_t)
                begin
                    cnt_i <= cnt_i + 1;
                    cnt_t <= 0;
                    B <= {RX, B[n+1:1]};  
                end
                else if (rst_i && rst_t)
                begin
                    cnt_i <= 0;
                    cnt_t <= 0;
                end
                else if (rst_t)
                begin
                    cnt_t <= 0;
                end
            end
        end
    end
endmodule   
module uart_tx #(
    parameter n = 8,
    parameter f_MHz = 50,
    parameter baud_rate = 9600
)(
    input clk, rst_n, send_req,
    input [n-1:0] d_in,
    output TX, send_ack,
    output [n:0] reg_TX  
);
	 localparam T_baud = f_MHz*1000000/baud_rate;
	 wire inc_i, inc_t, rst_i, rst_t, load_bit, i_eq_10, t_eq_T_baud;
    datapath #(n, T_baud) 
             dp(.clk(clk), .rst_n(rst_n), .inc_i(inc_i), .inc_t(inc_t),
                .rst_i(rst_i), .rst_t(rst_t), .load_bit(load_bit), 
                .d_in(d_in), .i_eq_10(i_eq_10), .t_eq_T_baud(t_eq_T_baud),
                .A(reg_TX), .TX(TX)
                );
	 control cu(.clk(clk), .rst_n(rst_n), .inc_i(inc_i), .inc_t(inc_t),
               .rst_i(rst_i), .rst_t(rst_t), .load_bit(load_bit),
               .i_eq_10(i_eq_10), .t_eq_T_baud(t_eq_T_baud), 
               .send_ack(send_ack), .send_req(send_req)
               );
endmodule
module control (
    input clk, rst_n, 
    input i_eq_10, t_eq_T_baud, send_req,
    output reg inc_i, inc_t, rst_i, rst_t, load_bit, send_ack
);
    localparam idle = 1'b0;
    localparam send_bit = 1'b1;
    reg state, next_state;
    always @(state, i_eq_10, t_eq_T_baud, send_req)
    begin
        inc_i = 0; inc_t = 0; rst_i = 0; rst_t = 0; 
        load_bit = 0; send_ack = 0; next_state = state; 
        if (state == idle)
        begin
            if (send_req)
            begin
                rst_t = 1;
                rst_i = 1;
                load_bit = 1;
                next_state = send_bit;
            end
        end
        else  
        begin
            if (~t_eq_T_baud) 
            begin
                inc_t = 1;
            end
            else if ((t_eq_T_baud) && (~i_eq_10))
            begin
                rst_t = 1;
                inc_i = 1; 
            end
            else if ((i_eq_10) && (t_eq_T_baud) && (~send_req))
            begin
                next_state = idle;
                send_ack = 1;
            end
				else if ((i_eq_10) && (t_eq_T_baud) && (send_req))
				begin
                    rst_t = 1;
                    rst_i = 1;
                    load_bit = 1;
                    send_ack = 1;
				end
        end
    end
    always @(posedge clk or negedge rst_n) 
    begin
        if (~rst_n)
        begin
            state <= idle;
        end
        else
        begin
            state <= next_state;
        end
    end
endmodule 
module datapath #(
    parameter n = 8,
    parameter T_baud = 5200
) (
    input clk, rst_n, 
    input inc_i, inc_t, rst_i, rst_t, load_bit,
    input [n-1:0] d_in,
    output i_eq_10, t_eq_T_baud, 
    output reg TX,
    output reg [n:0] A
);
    reg [$clog2(n+2)-1:0] cnt_i;
    reg [$clog2(T_baud)-1:0] cnt_t;
    assign i_eq_10 = (cnt_i == n + 1)?1:0;
    assign t_eq_T_baud = (cnt_t == T_baud - 1)?1:0;
    always @(posedge clk or negedge rst_n) 
    begin
        if (~rst_n)
        begin
            A <= 0;
				TX <= 1'b1;
        end
        else
        begin
            if (load_bit)
            begin
                A <= {1'b1, d_in};
                TX <= 1'b0;
                cnt_i <= 0;
                cnt_t <= 0; 
            end
            else 
            begin
                if (inc_t)
                begin
                    cnt_t <= cnt_t + 1;
                end
                else if (inc_i && rst_t)
                begin
                    cnt_i <= cnt_i + 1;
                    cnt_t <= 0;
                    TX <= A[0];
                    A <= {1'b1, A[n:1]};  
                end
            end
        end
    end
endmodule 
```
`flow/run.sh`:
```
#!/bin/bash
# OpenROAD 26Q1-2900-gdf79404cd8, Yosys 0.63+post, stock flow scripts
make -C /OpenROAD-flow-scripts/flow DESIGN_CONFIG=/design/flow/config.mk WORK_HOME=/design/flow/orfs finish
```
==> impl_metrics.toml <==
# generated from flow reports
[flow_run]
warnings = 31
max-cap-violations = 0

[synth]
xor_area_share_pct = 3.84
ys_area_um2 = 2510
yosys_cells = 200
edf_count = 29
muxShareOfSynthArea_pct = 4.88
netlist_logic_family_top = "simple AND/OR/NAND/NOR gates"
synth_seq_share_pct = 57.7
fa_ha_area_share_pct = 4.98
ys_sh_simple_pct = 15.3
synth.area.top_cells = "edfxtp_1, dfrtp_1, ha_1"
syn_inst = 200
syn_area_per_cell_um2 = 12.6
synth_warnings = 4
ys.flops = 52
yosysTopAreaCell = "edfxtp_1"
flop_cell = "edfxtp_1"
aoi_share_pct = 8.77
netlist_area_um2 = 2510
yosysTopAreaCellShare_pct = 34.7
postSynth.asyncResetShare_pct = 44.2
ys_types = 50

[die]
fp_util_pct = 52.5
core_area_um2 = 4790
dieWidth_um = 72.9
rows = 25
die_h_um = 72.9
die-area_um2 = 5310
io_pins = 7

[final_layout]
drive_gt1_share_pct = 12.9
syn2layout_area_growth_pct = 7.92
final_cells = 276
post-route-util_pct = 56.6

[critical_path]
path_cells = "inv_1 > ha_1 > and4b_1 > and4_2 > clkdlybuf4s50_1"
worst-path-max-fanout = 4
crit_start = "tx.dp.cnt_t[1]$_SDFFCE_PP0P_"
arrival_ns = 1.84
slowest_delay_ns = 0.45
required_ns = 2.40
crit_type = "reg -> out"
crit_slowest_cell = "clkdlybuf4s50_1"
cp-start-kind = "flip-flop"
r2r-start = "rx.dp.cnt_t[0]$_SDFFCE_PP0P_"
cp-end-kind = "output port"

[sta]
drv_slew = 0
setup_ws_ns = 0.561
period_minus_slack_ns = 2.44
fmax_ghz = 0.410
finClkSkew_ns = 0.00805
max_slew.worst_pin.slew_ns = 0.594
relSlewSlack_pct = 60.4
fin_hold_ws_ns = 0.471
setup_viol = 0
hold_violations = 0
final.setup.tns_ns = 0
rsz0062_at_grt = "no"
fin_crit_sh_pct = 81.3

[global_routing]
grt_pass1_vias = 1410
use_met3_pct = 3.78
track_usage_pct = 17.0
grt_first_pass_wirelength_um = 6540
grt_max_degree = 27
grt.busiest_layer = "met1"
antenna_found_initial = 0
grt_overflow = 0
grtUsageMet2_pct = 24.0
grt_use_met1_pct = 30.3

[place]
post-place-cells = 268
io_buffers = 6
hpwlAfterDp_um = 2740
dp_slack_ns = 0.877
place.gp.congestion = 0.833

[drt]
antennaDiodeCount = 0
drt_iter0_drc = 80
route.detailed.drc = 0
routedWlPerCell_um = 14.0
dr_total_vias = 1471
ant_nets = 0
wl_um = 3880
dr.pass1.iters = 4
viasPerCell = 5.33

[clocking]
hold_buffers = 0
cts_sinks = 52
cts_buffer_depth = 2
htree_levels = 2
cts_made_buffers = 5
cts_root_buf = "clkbuf_8"
clkLatencyLatePin_ns = 0.30
cts_tree = "done"
clk_pin_slew_ns = 0.10
post_cts_resized = 0
post-cts-setup-buffers = 0

[power]
powerDensity_nw_per_um2 = 526
ir_drop_mv = 0.264
leakagePower_nw = 1.17

[hold_path]
min_from = "rx.dp.B[1]$_DFFE_PN0P_"
min-delay-path-class = "reg -> reg"

[outcome]
status = "finished, final reports clean"
## sequential cells by signal, summed over array words and instances, names as in the netlist
name and flops:
rx.dp.B 9, tx.dp.A 9, rx.dp.d_out 8, rx.dp.cnt_t 6, tx.dp.cnt_t 6, rx.dp.cnt_i 4
tx.dp.cnt_i 4, rx.cu.state 3, rx.dp.recv_req 1, tx.cu.state 1, tx.dp.TX 1
## per-stage QoR
| step | total power [mW] | cell area (um^2) |
|---|---|---|
| 2_1_floorplan | 0.996 | 2510 |
| 3_3_place_gp | 1.04 | 2620 |
| 3_5_place_dp | 1.05 | 2620 |
| 4_1_cts | 1.44 | 2710 |
| 5_1_grt | 1.50 | 2710 |
| 6_report | 1.43 | 2710 |
## critical path, delay by kind of cell (launching register included)
kind,cells,cell delay (ns)
adder cells (fa/ha/maj),1,0.13
flip-flops,1,0.41
AND/OR/NAND/NOR,2,0.47
buffers and inverters,2,0.52
## metal layers
| layer | vias to the layer above | share of wire (%) | wire length, um |
|---|---|---|---|
| met5 | - | 0 | 0 |
| met4 | 0 | 1.4 | 55 |
| met3 | 6 | 4.2 | 164 |
| met2 | 28 | 44 | 1700 |
| met1 | 706 | 50 | 1950 |
| li1 | 731 | - | - |
## final timing paths
| kind | endpoint | slack [ns] | depth (start not counted) |
|---|---|---|---|
| min | rx.dp.d_out[0]$_DFFE_PP_ | 0.47 | 0 |
| min reg2reg | rx.dp.d_out[0]$_DFFE_PP_ | 0.47 | 0 |
| max in group asynchronous | rx.cu.state[0]$_DFF_PN1_ | 2.00 | 2 |
| max reg2reg | rx.dp.cnt_i[3]$_DFFE_PP_ | 0.91 | 6 |
| max | send_ack | 0.56 | 5 |
| min in group asynchronous | rx.dp.B[7]$_DFFE_PN0P_ | 0.69 | 2 |
## synth_stat cells (5+ instances only)
| library cell | count |
|---|---|
| xor2_1 | 6 |
| nand2_1 | 5 |
| mux2_4 | 6 |
| and2_1 | 10 |
| nand3_1 | 10 |
| dfrtp_1 | 21 |
| inv_1 | 15 |
| edfxtp_1 | 29 |
| ha_1 | 10 |
| xnor2_1 | 5 |
| a221o_1 | 6 |
| nor2_1 | 23 |
## cells in the final DEF, fill, tap and decap left out, drive strengths merged, types with 2 or more instances in the layout
master         Yosys  layout
a21oi              4       4
a221o              7       7
and2              12      12
and3b              2       2
and4               2       2
and4b              2       2
buf                5       3
clkbuf             3       5
clkdlybuf4s50      0       6
dfrtp             21      21
dfstp              2       2
edfxtp            29      29
ha                10      10
inv               15      16
mux2               8       8
nand2              5       5
nand3             10      10
nand3b             2       2
nor2              23      23
o21ai              5       5
o22ai              2       2
xnor2              5       5
xor2               6       6
## logic make-up (layout without fill, tap and decap cells)
kind of cell             after synthesis  in the layout
AND-OR/OR-AND                         28             28
XOR/XNOR                              11             11
AND/OR/NAND/NOR                       67             67
adder cells (fa/ha/maj)               10             10
flip-flops                            52             52
buffers and inverters                 23             32
multiplexers                           9              9
## final cells by class
class                   instances  area [um^2]
repair buffers                  9         82.6
clock buffers                   5         68.8
multi-input cells             125          948
well taps                      67         83.8
flip-flops and latches         52         1450
inverters                      15         56.3
clock inverters                 3         21.3
fillers                       391         2080
## where the power goes
group | internal [mW] | switching, mW | total [mW]
sequential | 0.837 | 0.0508 | 0.888
clock | 0.166 | 0.228 | 0.394
combinational | 0.0834 | 0.0607 | 0.144
total | 1.09 | 0.340 | 1.43
No activity file was given, so power comes from the tool's default toggle rates.
